==> flow/design.v <==
module airplane_pos (game_clk, reset, KEY, apx, apy);
	input reset, game_clk;
	input [2:0] KEY;	
	output reg [9:0] apx;
	output [9:0] apy;
	assign apy = 400;
	always @(posedge game_clk or posedge reset) begin
		if(reset) begin apx <= 340; end
		else begin
			if(~KEY[0]) begin  
				if(apx >= 659 ) apx <= apx;  
				else apx <= apx + 1;
			end
			else if (~KEY[1]) begin
				if( apx <= 20) apx <= apx; 
				else apx <= apx - 1;
			end
		end
	end
endmodule
module block_break (CLOCK_50, reset, SW, KEY,
 VGA_R, VGA_G, VGA_B, VGA_BLANK_N, VGA_CLK,
 VGA_HS, VGA_VS, VGA_SYNC_N);
	input CLOCK_50, reset;
	input [2:0] KEY, SW;
	output [7:0] VGA_R, VGA_G, VGA_B;
	output VGA_BLANK_N, VGA_CLK, VGA_HS, VGA_VS, VGA_SYNC_N;
	reg CLK25;
	wire [7:0] inR, inG, inB;
	wire [9:0] px, py;
	wire game_clk;
	always @(posedge CLOCK_50 or posedge reset) begin
		if(reset) CLK25 <= 0;
		else CLK25 <= ~CLK25;  
	end
	vga_sync u1 (CLK25, reset, inR, inG, inB, VGA_R, VGA_G, VGA_B,
					VGA_BLANK_N, VGA_CLK, VGA_HS, VGA_VS, VGA_SYNC_N, px, py, game_clk);
	block_main u2 (game_clk, reset, KEY, px, py, inR, inG, inB);
endmodule
module block_main(game_clk, reset, KEY, px, py, inR, inG, inB);
	input [9:0] px;  
	input [8:0] py;  
	input reset, game_clk;
	input [2:0] KEY;  
	parameter S0 = 0, S1 = 1, S2 = 2, S3 = 3;
	parameter block_size = 100;
	output [7:0] inR, inG, inB;
	wire [9:0] apx, apy; 	 
	wire [9:0] mpx, mpy;  
	integer block_col;
	wire airplane;
	wire missiles;
	wire block;
	wire hit;  
	wire mstate;  
	airplane_pos u3 (game_clk, reset, KEY, apx, apy);
	missile_pos u4 (game_clk, reset, KEY, apx, apy, mpx, mpy, hit, mstate);
	always @(posedge game_clk or posedge reset) begin
		if (reset) block_col <= 8'hB0;
		else begin
			if (block_col != 8'h00) begin
				if (hit) block_col <= block_col - 8'h01;			
			end
		end
	end
	assign airplane = ((px >= apx -(py - apy)) && (px <= apx +(py - apy))) &&
									((py >= apy) && (py <= apy + 20));  
	assign missiles = ((px >= mpx -(py - mpy)) && (px <= mpx +(py - mpy))) &&
									((py >= mpy) && (py <= mpy + 6)) && (mstate == S1);  
	assign block = ((px <= 680) && (px >= 0)) && ((py <= block_size) && (py >= 0));
	assign inR = airplane ? 8'hF0 : 8'h00;
	assign inG = block ? block_col : 8'h00;  
	assign inB = missiles ? 8'hF0 : 8'h00; 
endmodule
module missile_pos (game_clk, reset, KEY, apx, apy, mpx, mpy, hit, mstate);
	input game_clk, reset;
	input [2:0] KEY;
	input [9:0] apx, apy;
	output reg [9:0] mpy, mpx;
	output reg hit;
	parameter block_size = 100;
	parameter S0 = 0, S1 = 1;
	output reg mstate;
	always @(posedge game_clk or posedge reset) begin
		if (reset) begin mstate <= S0; end
		else begin
			case(mstate)
			S0: if(~KEY[2]) begin mstate <= S1;  mpx <= apx; mpy <= apy; end
			S1: begin
				if (mpx <= 600 && mpy == block_size) hit <= 1;
				else hit <= 0;
				if (mpy > 0) mpy <= mpy - 1;
				else mstate <= S0;
			end
			default : mstate <= S0;
			endcase
		end
	end
endmodule
module vga_sync (CLK25, reset, inR, inG, inB,
 VGA_R, VGA_G, VGA_B, VGA_BLANK_N, VGA_CLK,
 VGA_HS, VGA_VS, VGA_SYNC_N,
 px, py, game_clk);
	input CLK25, reset;
	input [7:0] inR, inG, inB;
	output reg [9:0] px;
	output reg [8:0] py;
	output reg VGA_HS, VGA_VS;
	output VGA_BLANK_N, VGA_CLK, VGA_SYNC_N;
	output [7:0] VGA_R, VGA_G, VGA_B;
	output game_clk;
	reg video_on;
	reg [9:0] hcount;  
	reg [8:0] vcount;  
	always @(posedge CLK25 or posedge reset) begin
		if(reset) hcount <= 0;
		else begin
			if(hcount == 799) hcount <= 0;
			else	hcount <= hcount + 1;
		end
	end
	always @(posedge CLK25) begin
		if((hcount >= 659) && (hcount <= 755)) VGA_HS <= 0;  
		else VGA_HS <= 1;
	end
	always @(posedge CLK25 or posedge reset) begin
		if(reset) vcount <= 0;
		else if (hcount == 799) begin
			if(vcount == 524) vcount <= 0;
			else vcount <= vcount +1;
		end
	end
	always @(posedge CLK25) begin
		if(vcount >= 493 && vcount <= 494) VGA_VS <= 0;
		else VGA_VS <= 1;
	end
	always @(posedge CLK25) begin
		video_on <= (hcount <= 639) && (vcount <= 479);
		px <= hcount;
		py <= vcount;
	end
	assign game_clk = (hcount >= 640 && hcount <= 799 && vcount <= 524 && vcount >= 480);  
	assign VGA_CLK = ~CLK25;
	assign VGA_BLANK_N = VGA_HS & VGA_VS;
	assign VGA_SYNC_N = 1'b0;
	assign VGA_R = video_on? inR : 8'h00;
	assign VGA_G = video_on? inG : 8'h00;
	assign VGA_B = video_on? inB : 8'h00;
endmodule
==> flow/run.sh <==
#!/bin/bash
# OpenROAD 26Q1-2900-gdf79404cd8, Yosys 0.63+post, stock flow scripts
make -C /OpenROAD-flow-scripts/flow DESIGN_CONFIG=/design/flow/config.mk WORK_HOME=/design/flow/orfs finish
==> flow/config.mk <==
export PLATFORM = sky130hd
export DESIGN_NAME = block_break
export DESIGN_NICKNAME = block_break
export VERILOG_FILES = /design/flow/design.v
export SDC_FILE = /design/flow/constraint.sdc
export NUM_CORES = 4
export LEC_CHECK = 1
export CORE_UTILIZATION = 30
==> flow/constraint.sdc <==
current_design block_break

set clk_period 1.7
set clk_io_pct 0.2

create_clock -name clk0 -period $clk_period [get_ports {CLOCK_50}]

set non_clock_inputs [all_inputs -no_clocks]
set_input_delay [expr $clk_period * $clk_io_pct] -clock clk0 $non_clock_inputs
set_output_delay [expr $clk_period * $clk_io_pct] -clock clk0 [all_outputs]
==> impl_metrics.yaml <==
# flow metrics
timing:
  min_period_over_period_pct: 71.2
  finalCriticalPeriod_ns: 1.21
  count_of_final_hold_check_violations: 0
  timing.slew.headroom_pct: 44.0
  worst_clock_skew_ns: 0
  unclocked_pins: 105
  fin_ws_ns: 0.489
  endpoints_left_unconstrained: 145
  max_slew.worst_pin.slew_ns: 0.839
  hold_ws_ns: 0.425
  setup_repair_after_global_routing_missed_its_margin: "no"
  drv_slew: 0
  fmax_mhz: 826
  timing.final.setup_violations: 0
  finalSetupTns_ns: 0
worst_hold_path:
  hold_path_class: "flop to flop"
  timing.hold.worst.start: "CLK25"
worst_setup_path:
  critPathLaunchType: "flop"
  crit_start: "CLK25"
  crit_arrival_ns: 0.87
  critPathMaxFanout: 2
  worstReg2RegStart: "CLK25"
  worst_ep_required_time_ns: 1.36
  critPathKind: "flop to primary output"
  critical_path.endpoint_type: "primary output"
floorplanning:
  die_width_um: 168
  die_area_sq_um: 28400
  core_sq_um: 27000
  fp.dieH_um: 168
  placementRows: 60
  design.portCount: 37
  initial_core_util_pct: 30.7
synth:
  yosysChipArea_sq_um: 8310
  ys_seq_elements: 106
  yosys-stat-cells: 881
  synth.cell_area_sq_um: 8310
  edf_count: 21
  netlist-cell-type-count: 76
  synth.yosys.warnings: 7
  synthCells: 881
  ys.flop_type: "sky130_fd_sc_hd__dfrtp_1"
  avgSynthCellArea_sq_um: 9.43
  synth_async_sr_flop_share_pct: 59.4
  postSynthSeqShare_pct: 32.0
global_routing:
  globalRouteTotalUtil_pct: 12.3
  grtUsageMet3_pct: 0.910
  grt.met2_usage_pct: 20.0
  grt_overflow: 0
  grt_max_degree: 65
  vias_in_the_first_global_route: 5726
  global_route.usage.met1_pct: 18.9
  global_route.peak_usage_layer: "met2"
  wire_length_of_the_first_global_routing_pass_mm: 28.1
  grt_antenna_before_repair: 0
placement:
  placement.setup.worst_slack_ns: 0.479
  post-dp-hpwl_mm: 13.7
  io_buffer_count: 24
  gp_routability_congestion: 0.888
  dpl-instance-area_sq_um: 8890
  numPlacedInstances: 1233
layout:
  mi_logic_area_sq_um: 5260
  area.growth.synth_to_final_pct: 6.97
  post_route_cells_drive_above_1_share_pct: 5.04
  finalCoreUtilization_pct: 32.9
  layoutNonFillerInstCount: 1233
  register_area_sq_um: 2660
  num-fill-cells: 2775
  final_cell_area_sq_um: 8890
cts:
  post_cts.repair.setup_buffers: 0
  clk_transition_reported_paths_ns: 0
  ctsHoldBuffers: 0
  clock.latency.late_pin_ns: 0
  cts-resized-gates: 0
detailed_routing:
  route.detailed.drc: 0
  wl_per_cell_um: 13.6
  detailroute.via_count: 6022
  detailedRoute.firstIterationViolations: 225
  post_drt_via_cell_ratio: 4.88
  wirelength_mm: 16.8
  firstDrtPassIters: 6
  detail-route-antenna-nets: 0
  antenna_cells_inserted: 0
run_status:
  status: "completed"
pwr:
  irDropWorstVdd_mv: 0.0410
  total_power_mw: 0.163
  cellLeakagePower_nw: 3.98
  pwr_density_cell_nw_per_um2: 18.4
run:
  log.warning_count: 60
  maxCapViolations: 0
final cells by class:
class                   instances  share of cell area [%]
repair buffers                 29                    3.13
multi-input cells             688                    59.2
well taps                     341                    4.80
inverters                      69                    2.96
flip-flops and latches        106                    29.9
cell usage in the layout (no fill, tap or decap), types with 20 or more instances in the layout:
master and n:
sky130_fd_sc_hd__ha_1 114, sky130_fd_sc_hd__inv_1 68, sky130_fd_sc_hd__xnor2_1 62, sky130_fd_sc_hd__nor2_1 58, sky130_fd_sc_hd__dfrtp_1 56, sky130_fd_sc_hd__nand2_1 52
sky130_fd_sc_hd__o21ai_0 50, sky130_fd_sc_hd__xor2_1 40, sky130_fd_sc_hd__a21oi_1 30, sky130_fd_sc_hd__nor3_1 26, sky130_fd_sc_hd__clkdlybuf4s50_1 24, sky130_fd_sc_hd__nand3_1 22
sky130_fd_sc_hd__dfxtp_1 22, sky130_fd_sc_hd__edfxtp_1 21, sky130_fd_sc_hd__nor2b_1 20
worst max-delay path, cell delays in order (launching register included):
cell	delay, ns
sky130_fd_sc_hd__dfrtp_1	0.35
sky130_fd_sc_hd__inv_1	0.07
sky130_fd_sc_hd__clkdlybuf4s50_1	0.45
power breakdown:
group	switching, mW	total (mW)	internal (mW)
Sequential	0	0.0304	0.0304
Clock	0	0	0
Combinational	0.0859	0.133	0.0471
cell usage after synthesis (all sizes together) (6+ instances only):
cell type,count,area (sq um)
or3,9,71.3
o21ai,51,259
nor2,61,241
a211oi,6,45.0
dfstp,7,184
xor2,40,350
a21oi,30,150
inv,69,259
a21o,8,60.1
o21bai,8,60.1
fa,7,140
nand2,53,201
nor4,13,133
o31ai,9,67.6
o2111ai,6,52.6
or4,6,52.6
a21boi,6,45.0
and3,7,43.8
o21a,8,60.1
nor2b,20,125
buf,20,136
xnor2,62,543
nand4,18,119
nand3,22,110
edfxtp,21,631
dfxtp,22,440
ha,114,1430
clkbuf,6,22.5
nor3,33,206
nand2b,13,88.8
dfrtp,56,1400
o211ai,6,58.8
and2,12,75.1
state kept, by name, summed over array words and instances, names as in the netlist:
name,cells
CLK25,1
u1.VGA_HS,1
u1.VGA_VS,1
u1.hcount,10
u1.px,10
u1.py,9
u1.vcount,9
u1.video_on,1
u2.block_col,32
u2.u3.apx,10
u2.u4.hit,1
u2.u4.mpx,10
u2.u4.mpy,10
u2.u4.mstate,1
kinds of logic (layout without fill, tap and decap cells):
group | Yosys count | in the layout | share of synthesized area, %
AOI/OAI and AO/OA | 171 | 171 | 14.0
xor gates and xnor gates | 102 | 102 | 10.8
adders and majority gates | 121 | 121 | 18.9
buffers and inverters | 95 | 98 | 5.03
DFF | 106 | 106 | 32.0
muxes | 1 | 1 | 0.120
other | 1 | 9 | 0.0451
and+or+nand+nor | 284 | 284 | 19.2
metal layers:
| metal | share of wire, % | wire, um |
|---|---|---|
| met1 | 50 | 8430 |
| met2 | 45 | 7610 |
| met3 | 3.3 | 558 |
| met4 | 0.94 | 157 |
| met5 | 0 | 0 |
worst paths after layout:
kind / slack [ns] / cells after the start / end
max reg2reg: 1.21 / 1 / CLK25
min in group asynchronous: 0.76 / 2 / CLK25
max in group asynchronous: 0.68 / 2 / CLK25
min reg2reg: 0.42 / 1 / CLK25
min: 0.42 / 1 / CLK25
max: 0.49 / 2 / VGA_CLK
Power is estimated from default activity; no workload was simulated.
